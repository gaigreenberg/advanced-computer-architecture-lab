==> /design/flow/design.v <==
module ALU(opcode, alu0, alu1, aluout);
   input [4:0] opcode;
   input [31:0] alu0, alu1;
   output [31:0] aluout;
   reg [31:0] 	 aluout;
   always@(alu0 or alu1 or opcode)
     begin
	case (opcode)
	  0: aluout = alu0 + alu1;
	  1: aluout = alu0 - alu1;
	  2: aluout = alu0 << alu1;
	  3: aluout = alu0 >> alu1;
	  4: aluout = alu0 & alu1;
	  5 : aluout = alu0 | alu1;
	  6: aluout = alu0 ^ alu1;
	  7: aluout = (alu1 << 16) | alu0[15:0];
	  16: aluout = alu0 < alu1;
	  17: aluout = alu0 <= alu1;
	  18: aluout = alu0 == alu1;
	  19: aluout = alu0 != alu1;
	  20: aluout = 1;
	  default: aluout = 0;
	endcase
     end
endmodule  
==> /design/flow/run.sh <==
#!/bin/bash
# OpenROAD 26Q1-2900-gdf79404cd8, Yosys 0.63+post, stock flow scripts
make -C /OpenROAD-flow-scripts/flow DESIGN_CONFIG=/design/flow/config.mk WORK_HOME=/design/flow/orfs finish
==> /design/flow/config.mk <==
export PLATFORM = sky130hd
export DESIGN_NAME = ALU
export DESIGN_NICKNAME = ALU
export VERILOG_FILES = /design/flow/design.v
export SDC_FILE = /design/flow/constraint.sdc
export NUM_CORES = 4
export LEC_CHECK = 1
export CORE_UTILIZATION = 40
==> /design/flow/constraint.sdc <==
current_design ALU

set clk_period 14.8
set clk_io_pct 0.2

create_clock -name clk0 -period $clk_period

set non_clock_inputs [all_inputs -no_clocks]
set_input_delay [expr $clk_period * $clk_io_pct] -clock clk0 $non_clock_inputs
set_output_delay [expr $clk_period * $clk_io_pct] -clock clk0 [all_outputs]
==> results_slide.txt <==
Run Summary

Final timing
  • Pins Over Slew Limit: 0
  • Total of endpoints with negative setup slack in the final report: 0
  • Slew at the pin closest to its max-slew limit: ~830 ps
  • Portion of the clock cycle consumed by the worst path in the final layout: 72.2%
  • Total Neg Setup Slack: 0 ps
  • Time the worst path needs with I/O delays and setup: 10690 ps
  • Final count of hold timing violations: 0
  • Upper clock frequency limit: approximately 94 MHz
  • Unrepaired setup endpoints after global routing: false
  • Tightest slew margin relative to the limit: 44.6%

Pwr
  • Sum of internal, switching and leakage power: ~350 uW
  • Maximum VDD drop: 17.9 uV
  • Static power due to leakage: 4.15 nW
  • Cell Pwr Density: 34.4 mW/mm2

Placed design
  • RD Place Congestion: 1.06
  • Placed cell area: just over 0.01 mm2
  • Port Buf Inserts: roughly 100
  • Placed wire-length estimate after detailed placement: between 30 and 40 mm

Route
  • Detailed-router iteration count before antenna repair: 6
  • DRC violations left: 0
  • Routed length per placed instance: 29.0 um
  • Number of vias in the routed layout: 11500
  • Number of violations reported at the end of detailed-routing iteration 0: 1132
  • Diodes inserted: 0
  • Post-DRT Antenna Nets: 0
  • Wire length reported by the detailed router: 48.5 mm
  • Mean number of vias per cell: 6.89

Logic synthesis
  • Cell count in the Yosys report: 1372
  • Yosys stat area: 0.00924 mm2
  • Unique cell types: 81
  • Share of the yosys chip area belonging to registers: 0%
  • Yosys aoi share: 34.9%
  • Mean area per synthesized cell: 6.73 um2
  • Synthesized instance count: 1372
  • Comb area leader: AND-OR/OR-AND gates
  • Mapped Area: ~0.009 mm2
  • Adder-cell share of the synthesized area: between 10% and 20%
  • YS warnings: 1
  • Simple share: 20.8%
  • Mux share of post-synthesis cell area: 18.2%
  • Synth Area in XOR/XNOR: between 2 and 2.5%

Finish
  • Most frequent logic cell in the layout: sky130_fd_sc_hd__nor2_1
  • Sequential cells: 0
  • Clock buffer count: 0
  • Most frequent cells in the layout: sky130_fd_sc_hd__nor2_1 (147), sky130_fd_sc_hd__a21oi_1 (136), sky130_fd_sc_hd__nand2_1 (118)
  • Share of layout cells above drive strength 1: roughly 7.6%
  • Sequential cell area: 0 um2
  • Signed area change from the synthesized netlist to the final layout: 11.7%
  • Post-route design area: 0.0103 mm2

Global route
  • Via count of the first global-routing pass: roughly 11000
  • GR Util All Layers: 41.6%
  • Global-route met1 utilization: 56.3%
  • GR met2 Demand/Resource: 65.0%
  • Global-route congestion overflow total: 0
  • Met3 GRT Util: approximately 6.3%
  • Largest net degree at the start of global routing: 66
  • Wire length of the first global-routing pass: 72.1 mm
  • Initial antenna violation count: 1
  • Most crowded layer after global routing: met2

Worst setup path
  • Delay of the slowest cell on the worst path: 620 ps
  • Arrival time of data at the critical path endpoint: just under 8000 ps
  • Cell breakdown of the critical path: clkdlybuf4s50_1 -> buf_4 -> inv_1 -> ha_1 -> nor2b_1 -> nor2_1 -> a31oi_1 -> o41ai_2 -> o21ai_1 -> a31oi_1 -> o211ai_1 -> a311o_1 -> o221ai_1 -> clkdlybuf4s50_1
  • Crit path DRT: 11840 ps
  • Critical path capture point type: primary output
  • Critical-path top delay cell: sky130_fd_sc_hd__ha_1
  • Worst setup path startpoint: alu1[4]
  • Worst setup path endpoint: aluout[31]
  • Max Fanout on Critical Path: 28
  • Critical Path Start Type: primary input
  • Crit path kind: primary input to primary output

Floorplanning
  • Floorplan core area: 0.0226 mm2
  • Die extent in x: 154 um
  • Total die area: roughly 0.024 mm2
  • I/O pins: 101
  • Share of the core filled by cells before placement: about two fifths
  • # rows: 55
  • Vertical die size: 154 um

Run status
  • Run status: finished, final reports clean

Clock network
  • Count of buffers added by post-CTS timing repair for setup: 0
  • Post-CTS Resized: 0
  • Hold bufs inserted after CTS: 0

Flow run
  • Number of max-cap violations: 0
  • Number of warnings the tools reported: 104

Worst hold path
  • Worst hold stages: 4
  • Type of the most critical hold path: primary input to primary output
-- worst max-delay path, delay by kind of cell --
kind | cells | cell delay (ps)
simple gates | 2 | 320
compound gates | 7 | 2130
buf+inv | 4 | 1680
fa+ha+maj | 1 | 620
-- worst min-delay path by stage --
| stage | start | to | slack [ps] |
|---|---|---|---|
| CTS | opcode[0] | aluout[28] | 7040 |
| global route | opcode[0] | aluout[28] | 7130 |
| finish | opcode[0] | aluout[28] | 7040 |
-- synth_stat cells, types with 6 or more instances --
master	n	area share [%]
sky130_fd_sc_hd__a2111oi_0	7	0.66
sky130_fd_sc_hd__a211oi_1	26	2.1
sky130_fd_sc_hd__a21o_1	14	1.1
sky130_fd_sc_hd__a21oi_1	136	7.4
sky130_fd_sc_hd__a221o_1	6	0.65
sky130_fd_sc_hd__a221oi_1	16	1.5
sky130_fd_sc_hd__a22oi_1	22	1.8
sky130_fd_sc_hd__a31oi_1	17	1.2
sky130_fd_sc_hd__and3_1	11	0.75
sky130_fd_sc_hd__buf_1	9	0.37
sky130_fd_sc_hd__buf_2	34	1.8
sky130_fd_sc_hd__clkbuf_1	63	2.6
sky130_fd_sc_hd__ha_1	104	14
sky130_fd_sc_hd__inv_1	98	4.0
sky130_fd_sc_hd__mux2_2	13	1.6
sky130_fd_sc_hd__mux2i_1	66	7.2
sky130_fd_sc_hd__mux4_2	39	9.5
sky130_fd_sc_hd__nand2_1	118	4.8
sky130_fd_sc_hd__nand2b_1	9	0.61
sky130_fd_sc_hd__nand3_1	17	0.92
sky130_fd_sc_hd__nand4_1	11	0.75
sky130_fd_sc_hd__nor2_1	147	6.0
sky130_fd_sc_hd__nor2b_1	8	0.54
sky130_fd_sc_hd__nor3_1	43	2.3
sky130_fd_sc_hd__nor4_1	26	1.8
sky130_fd_sc_hd__o211ai_1	25	2.0
sky130_fd_sc_hd__o21a_1	6	0.49
sky130_fd_sc_hd__o21ai_0	103	5.6
sky130_fd_sc_hd__o21bai_1	17	1.4
sky130_fd_sc_hd__o221ai_1	12	1.1
sky130_fd_sc_hd__o22ai_1	20	1.4
sky130_fd_sc_hd__o31ai_1	9	0.73
sky130_fd_sc_hd__xnor2_1	19	1.8
-- power breakdown --
part           switching (mW)  internal [mW]
registers                   0              0
logic                   0.221          0.133
clock network               0              0
-- per-stage QoR --
stage	worst slack [ps]	utilization, %	instances	hold WS [ps]
floorplan	5760	-	1372	6000
global placement	4140	45.6	1674	7050
detailed placement	4250	45.6	1674	7030
CTS	4230	45.6	1674	7040
global route	3860	45.6	1674	7130
finish	4110	45.6	1674	7040
-- kinds of logic after synthesis --
logic type | count (synthesis)
AND-OR/OR-AND | 494
XOR/XNOR | 22
adder cells (fa/ha/maj) | 106
buffers and inverters | 214
multiplexers | 118
AND/OR/NAND/NOR | 418
-- metal layers --
layer	part of all wire [%]	up-vias	routed length, um
li1	-	5177	-
met1	40	5486	19500
met2	45	719	21900
met3	8.6	155	4180
met4	6.0	0	2890
met5	0	-	0
-- area by class of cell --
cell class,count,area (um2)
Fill cell,2409,12300
Inverter,100,375
Multi-Input combinational cell,1158,8370
Tap cell,285,357
Timing Repair Buffer,131,1220
Power is estimated from default activity; no workload was simulated.
